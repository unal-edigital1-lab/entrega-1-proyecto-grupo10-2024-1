==> config.mk <==
export PLATFORM = sky130hd
export DESIGN_NAME = control_fsm
export DESIGN_NICKNAME = control_fsm
export VERILOG_FILES = /design/flow/design.v
export SDC_FILE = /design/flow/constraint.sdc
export NUM_CORES = 4
export LEC_CHECK = 1
export CORE_UTILIZATION = 30
==> constraint.sdc <==
current_design control_fsm

set clk_period 5.2
set clk_io_pct 0.2

create_clock -name clk0 -period $clk_period [get_ports {clk}]

set non_clock_inputs [all_inputs -no_clocks]
set_input_delay [expr $clk_period * $clk_io_pct] -clock clk0 $non_clock_inputs
set_output_delay [expr $clk_period * $clk_io_pct] -clock clk0 [all_outputs]
==> design.v <==
module Temporizador7seg (
    input clk,
    input reset,
    input fast_button,  
    output [1:0] an,
    output [6:0] sseg,
    output reg bandera
);
    reg [3:0] BCD;
    parameter count_limit_normal = 25000000;  
    parameter count_limit_fast = 416666;     
    reg [31:0] count_limit;   
    reg [31:0] counter_seg;
    reg freq;
    reg [5:0] segundero;
    initial begin
        counter_seg = 'd0;
        freq = 'd0;
        segundero = 'd0;
        BCD = 'd9;
        bandera = 0;
    end
    always @(posedge clk) begin
        if (reset) begin
            counter_seg  <= 0;
            freq <= 'b0;
        end 
		  else begin
				if (counter_seg > count_limit) begin
					freq <= ~freq;
					counter_seg <= 'd0;
				end
				else begin
					counter_seg <= counter_seg + 1;
					count_limit <= (fast_button)?count_limit_fast:count_limit_normal;
				end
		  end
    end
    always @(posedge freq, posedge reset) begin
        if (reset) begin
            segundero <= 'd0;
            BCD <= 4'b1001;
            bandera <= 0;   
        end 
		  else begin
			if (segundero == 60) begin
					segundero <= 0;
					if(BCD == 0)begin
						BCD <= 9;
					end
					else begin
						BCD <= BCD - 1;
					end
         end else begin
            segundero <= segundero + 1;
				if(segundero == 59 & BCD == 0)begin
					bandera <= 1;
				end
				else begin
					bandera <= 0;
				end
         end
		end  
    end
    BCDtoSSeg visualizador (.BCD(BCD), .SSeg(sseg), .an(an));
endmodule
module BCDtoSSeg (BCD, SSeg, an);
  input [3:0] BCD;
  output reg [6:0] SSeg;
  output [1:0] an;
assign an=2'b10;
always @ ( * ) begin
  case (BCD)
   4'b0000: SSeg = 7'b0000001;  
	4'b0001: SSeg = 7'b1001111;  
	4'b0010: SSeg = 7'b0010010;  
	4'b0011: SSeg = 7'b0000110;  
	4'b0100: SSeg = 7'b1001100;  
	4'b0101: SSeg = 7'b0100100;  
	4'b0110: SSeg = 7'b0100000;  
	4'b0111: SSeg = 7'b0001111;  
	4'b1000: SSeg = 7'b0000000;  
	4'b1001: SSeg = 7'b0000100;  
   4'ha: SSeg = 7'b0001000;  
   4'hb: SSeg = 7'b1100000;
   4'hc: SSeg = 7'b0110001;
   4'hd: SSeg = 7'b1000010;
   4'he: SSeg = 7'b0110000;
   4'hf: SSeg = 7'b0111000;
    default:
    SSeg = 0;
  endcase
end
endmodule
module control_fsm (
    input wire clk,           
    input wire rst,           
    input wire boton_jugar,   
    input wire boton_alimentar,
    input wire boton_dormir,
    input wire boton_curar,
    input wire boton_caricia,
    input wire fast_button,
    output reg [3:0] saciedad,     
    output reg [3:0] diversion,     
    output reg [3:0] descanso,     
    output reg [3:0] salud,     
    output reg [3:0] felicidad,    
    output reg [2:0] state,    
    output wire [1:0] an,     
    output wire [6:0] sseg   
);
localparam ESTADO_IDEAL     = 3'b000;
localparam ESTADO_NEUTRO    = 3'b001;
localparam ESTADO_DIVERSION = 3'b010;
localparam ESTADO_ALIMENTAR = 3'b011;
localparam ESTADO_DESCANSO  = 3'b100;
localparam ESTADO_SALUD     = 3'b101;
localparam ESTADO_FELIZ     = 3'b110;
localparam ESTADO_MUERTO	= 3'b111;
reg [31:0] timer;   
wire bandera;
reg bandera_prev;
Temporizador7seg temporizador_inst (
    .clk(clk),
    .reset(rst),
    .fast_button(fast_button),
    .an(an),
    .sseg(sseg),
    .bandera(bandera)    
);
initial begin
    saciedad = 4'd15;   
    diversion = 4'd15;   
    descanso = 4'd15;   
    salud = 4'd15;   
    felicidad = 4'd15;  
    state = ESTADO_IDEAL;   
    timer = 32'd0;
	 bandera_prev <= 0; 
	 end
always @(posedge clk or posedge rst) begin
    if (rst) begin
        saciedad <= 4'd15;
        diversion <= 4'd15;
        descanso <= 4'd15;
        salud <= 4'd15;
        felicidad <= 4'd15;
        state <= ESTADO_IDEAL;
        timer <= 32'd0;
    end 
	 else begin
        case (state)
            ESTADO_IDEAL: begin
                saciedad <= 4'd15;
                diversion <= 4'd15;
                descanso <= 4'd15;
                salud <= 4'd15;
                felicidad <= 4'd15;
                if (timer == 250000000) begin   
                    state <= ESTADO_NEUTRO;
                    timer <= 31'd0;
                end else begin
                    timer <= timer + 1;
                end
            end
            ESTADO_NEUTRO: begin
                if (bandera ) begin   
						  if(!bandera_prev)begin
								bandera_prev <= 1;
								saciedad <= (saciedad > 3) ? saciedad - 4 : 0;
								diversion <= (diversion > 3) ? diversion - 4 : 0;
								descanso <= (descanso > 3) ? descanso - 4 : 0;
								salud <= (salud > 3) ? salud - 4 : 0;
								felicidad <= (felicidad > 3) ? felicidad - 4 : 0;
						 end
                end
					 else begin
						if(saciedad == 0 | salud == 0)begin
							state <= ESTADO_MUERTO;
						end
						else begin
						bandera_prev <= 0;
						if (boton_jugar == 1) begin
                    state <= ESTADO_DIVERSION;
						 end
						 else begin
							if (boton_alimentar == 1)begin
								state <= ESTADO_ALIMENTAR;
							end
							else begin
								if(boton_dormir == 0)begin
									state<= ESTADO_DESCANSO;
								end
								else begin
									if(boton_curar == 1)begin
										state <= ESTADO_SALUD;
									end
									else begin
										if (boton_caricia == 1)begin
											state <= ESTADO_FELIZ;
										end
										else begin
											state <= ESTADO_NEUTRO;
										end
									end
								end
							end
							end
						 end
					 end
            end
            ESTADO_DIVERSION: begin
					if(timer == 150000000)begin
						timer <= 0;
						state <= ESTADO_NEUTRO;
					end
					else begin
						timer <= timer + 1;
						state <= ESTADO_DIVERSION;
						if(timer == 75000000 | bandera)begin
							diversion <= (diversion < 11) ? diversion + 4 : 15;
							felicidad <= (felicidad < 11) ? felicidad + 4 : 15;
							descanso <= (descanso > 1) ? descanso - 4 : 0;
						end
						if(bandera)begin
							timer <= 0;
							state <= ESTADO_NEUTRO;
						end
					end 
            end
            ESTADO_ALIMENTAR: begin
					 if(timer == 150000000)begin
						timer <= 0;
						state <= ESTADO_NEUTRO;
					end
					else begin
						timer <= timer + 1;
						state <= ESTADO_ALIMENTAR;
						if(timer == 75000000 | bandera)begin
							saciedad <= (saciedad<11)?saciedad+4:15;   
						end
						if(bandera)begin
							timer <= 0;
							state <= ESTADO_NEUTRO;
						end
					end 
            end
            ESTADO_DESCANSO: begin
                if(timer == 150000000)begin
						timer <= 0;
						state <= ESTADO_NEUTRO;
					end
					else begin
						timer <= timer + 1;
						state <= ESTADO_DESCANSO;
						if(timer == 75000000 | bandera)begin
							descanso <= (descanso < 11)?descanso + 4:15;
						end
						if(bandera)begin
							timer <= 0;
							state <= ESTADO_NEUTRO;
						end
					end 
            end
            ESTADO_SALUD: begin
                if(timer == 150000000)begin
						timer <= 0;
						state <= ESTADO_NEUTRO;
					end
					else begin
						timer <= timer + 1;
						state <= ESTADO_SALUD;
						if(timer == 75000000 | bandera)begin
							salud <= (salud < 11)? salud + 4:15;
						end
						if(bandera)begin
							timer <= 0;
							state <= ESTADO_NEUTRO;
						end
					end 
            end
            ESTADO_FELIZ: begin 	
					 if(timer == 150000000)begin
						timer <= 0;
						state <= ESTADO_NEUTRO;
					end
					else begin
						timer <= timer + 1;
						state <= ESTADO_FELIZ;
						if(timer == 75000000 | bandera)begin
							felicidad <=(felicidad < 11)?felicidad+4:15;
						end
						if(bandera)begin
							timer <= 0;
							state <= ESTADO_NEUTRO;
						end
					end 
            end
				ESTADO_MUERTO:begin
					saciedad <= 0;
					salud <= 0;
					felicidad <= 0;
					descanso <= 0;
					diversion <= 0;
					state <= ESTADO_MUERTO;
				end
            default: begin
                state <= ESTADO_IDEAL;
            end
        endcase
    end
end
endmodule
==> run.sh <==
#!/bin/bash
# OpenROAD 26Q1-2900-gdf79404cd8, Yosys 0.63+post, stock flow scripts
make -C /OpenROAD-flow-scripts/flow DESIGN_CONFIG=/design/flow/config.mk WORK_HOME=/design/flow/orfs finish
==> run notes <==
## Worst setup path
- **maximum net fanout on the critical path** 25
- **Critical Path Slowest Stage Cell** sky130_fd_sc_hd__dfrtp_1
- **Critical path buffers and inverters** 2
- **CP Class** reg -> out
- **kind of end point of the critical path** output port
- **worst stage delay on the critical path** 620 ps
- **CP required** 4160 ps
- **Arr. time, crit path** 1810 ps
- **Worst setup SP type** flop
- **cells traversed along the worst timing path** buf_4 -> clkdlybuf4s50_1
- **gate family responsible for the most delay along the worst path** buffers and inverters

## Finish
- **synthesis-to-layout area growth** 15.1%
- **multi-input logic area** 3330 sq um
- **most numerous logic cell after layout** sky130_fd_sc_hd__nor2_1
- **Seq. cell area** 2300 sq um
- **fill count** 1900
- **Final Util** 35.6%
- **most numerous logic cells after layout** sky130_fd_sc_hd__nor2_1, sky130_fd_sc_hd__nand2_1, sky130_fd_sc_hd__dfrtp_1, sky130_fd_sc_hd__clkdlybuf4s50_1, sky130_fd_sc_hd__dfxtp_1
- **share of final-layout standard cells stronger than drive strength 1** 8.91%
- **fin cells** 945

## Detailed routing
- **tally of nets with antenna violations remaining after routing** 0
- **number of iterations in the first detailed-routing pass** 4
- **final wirelength** 12.2 mm
- **first-iteration detailed-routing DRC count** 236
- **Inserted Diodes** 0
- **count of unresolved DRC violations after routing** 0
- **routed length per placed instance** 12.9 um
- **total number of vias** 4642
- **Vias/cell** 4.91

## Synthesis
- **XOR/XNOR Fraction of Synth Area** 8.06%
- **mux contribution to synthesized area** 2.69%
- **Post-synth top flop** sky130_fd_sc_hd__dfrtp_1
- **Largest logic family** simple AND/OR/NAND/NOR gates
- **Compound Share, Synth** 15.0%
- **number of enable flip-flop cells** 3
- **async set or reset register ratio after synthesis** 62.9%
- **Ys Warns** 3
- **area fraction in full adders, half adders and majority gates** 6.74%
- **number of cells in Yosys stat** 649
- **sequential element share of the synthesized area** 39.2%
- **area figure in the yosys stat output** 5870 sq um
- **instance tally after logic synthesis** 649
- **netlist area before placement** 5870 sq um
- **Avg Cell Area, Syn** 9.04 sq um
- **fraction of the mapped netlist area in simple logic gates** 23.6%
- **flops out of synthesis** 97
- **number of distinct library cell variants in the gate-level netlist after synthesis** 79

## STA
- **final-report max-slew violation count** 0
- **headroom to the max-slew limit** 51.9%
- **final setup violating endpoints** 0
- **number of unconstrained endpoints** 19
- **Hold Violations, Final** 0
- **final cycle utilization of the critical path** 54.9%
- **slew at the pin closest to its max-slew limit** 721 ps
- **setup TNS after final layout** 0 ps
- **register pins left without a clock** 11
- **fmax** 350 MHz
- **worst setup slack after layout** 2350 ps
- **worst clock skew on the final layout** 11.2 ps
- **RSZ-0062 raised after global routing** false
- **final critical delay including setup and external delays** 2850 ps

## GRT
- **number of global-route vias before repair** 4264
- **first-pass GRT wire length** 21.4 mm
- **maximum number of pins on one net before global-route repair** 42
- **global-route total usage across every layer** 13.1%
- **antenna violations before repair** 0
- **GR Overflow Total** 0

## Die
- **Die Span X** 142 um
- **die outline height** 142 um
- **full die area** 20100 sq um
- **standard cell core area** 19000 sq um
- **Std-Cell Rows** 50
- **I/O pin count** 40
- **Starting Density** 30.9%

## Status
- **run status** finished, final reports clean

## Clock tree
- **Skew-Pair Late Insertion Delay** 340 ps
- **post-CTS setup buffer count** 0
- **H-tree depth reported by CTS** 3
- **cts hold-fix bufs** 0
- **CTS Buffer Depth** 2
- **post-CTS sizing** 0
- **CTS tree** done
- **clock-pin slew reported for the worst setup and hold paths after clock tree synthesis** 70 ps
- **buffer type at the clock tree root** sky130_fd_sc_hd__clkbuf_16
- **number of buffers added by the clock tree synthesis step** 9

## Power
- **leakage power summed over all cells** 2.59 nW
- **post-route total power** 0.00130 W
- **Power Density** 193 nW/um^2
- **largest vdd supply drop** 0.000158 V

## Placement
- **number of instances in the placed design** 929
- **DP Worst Slack** 2400 ps
- **placer's final routability congestion estimate** 0.922
- **HPWL reported at the end of detailed placement** 8.78 mm
- **number of buffers inserted by port buffering** 37

## Job
- **number of warning messages in the logs** 34
- **max-cap violations** 0

## Hold path
- **Worst Hold Class** reg -> reg

==> cells in the mapped netlist (all sizes together) (4+ instances only) <==
| library cell | instances | area, sq um |
|---|---|---|
| or4 | 7 | 56.3 |
| or3 | 7 | 43.8 |
| inv | 28 | 105 |
| ha | 30 | 375 |
| buf | 11 | 90.1 |
| o21a | 4 | 30.0 |
| nand4 | 18 | 113 |
| o211a | 4 | 40.0 |
| nor3 | 19 | 95.1 |
| dfstp | 17 | 447 |
| and2 | 5 | 33.8 |
| dfrtp | 44 | 1100 |
| mux2i | 6 | 63.8 |
| nand2b | 11 | 68.8 |
| nand2 | 51 | 191 |
| clkbuf | 18 | 67.6 |
| nor2b | 4 | 25.0 |
| xnor2 | 26 | 228 |
| a211oi | 4 | 35.0 |
| nor4 | 13 | 109 |
| o21ai | 27 | 135 |
| xor2 | 28 | 245 |
| nand3 | 25 | 130 |
| nor2 | 88 | 330 |
| dfxtp | 33 | 661 |
| mux2 | 6 | 71.3 |
| and3 | 9 | 56.3 |
| a21o | 5 | 37.5 |
| a21oi | 26 | 130 |
| o211ai | 7 | 52.6 |
| a2bb2oi | 5 | 43.8 |
==> path summary, 6_finish.rpt <==
check | from | end | slack (ps) | depth (start not counted)
setup / recovery | state[0] | state[0] | 2350 | 2
hold / removal | temporizador_inst.counter_seg[0] | temporizador_inst.counter_seg[0] | 470 | 1
setup reg to reg | timer[0] | timer[4] | 2390 | 9
hold reg to reg | temporizador_inst.counter_seg[0] | temporizador_inst.counter_seg[0] | 470 | 1
max in group asynchronous | rst | saciedad[3] | 3150 | 3
min in group asynchronous | rst | salud[0] | 1450 | 2
==> through the flow <==
step / hold slack [ps] / cell area [sq um]
floorplan: 426 / 5890
global placement: 449 / 6470
detailed placement: 453 / 6470
CTS: 471 / 6750
global route: 503 / 6750
finish: 465 / 6750
==> routing by layer <==
metal | global-route usage [%] | share of wire, % | vias up
met5 | 0 | 0 | -
met2 | 19.3 | 43 | 102
li1 | - | - | 2374
met1 | 21.1 | 52 | 2158
met3 | 1.93 | 4.2 | 8
met4 | 1.92 | 1.1 | 0
==> layout make-up <==
type                            instances  share of cell area (%)
Timing Repair Buffer                   43                    6.15
Inverter                               29                    1.61
Sequential cell                        97                    34.0
Tap cell                              260                    4.82
Clock inverter                          5                   0.519
Clock buffer                           11                    3.59
Multi-Input combinational cell        500                    49.3
==> power breakdown <==
| group | switching [W] | internal (W) | total (W) |
|---|---|---|---|
| sequential | 0.00000223 | 0.000678 | 0.000680 |
| combinational | 0.0000152 | 0.00000727 | 0.0000224 |
| clock | 0.000260 | 0.000338 | 0.000597 |
==> flip-flops by register name (all words and copies together) (netlist names), 2 cells and up <==
signal	flops
temporizador_inst.BCD	4
felicidad	3
temporizador_inst.segundero	6
saciedad	3
temporizador_inst.count_limit	2
descanso	3
temporizador_inst.counter_seg	32
state	3
diversion	3
timer	32
salud	3
==> logic make-up (layout without fill, tap and decap cells) <==
logic type               count (synthesis)  in the layout
flip-flops                              97             97
other                                    2              8
XOR/XNOR                                54             54
multiplexers                            13             13
adder cells (fa/ha/maj)                 31             31
AND-OR/OR-AND                          121            121
buffers and inverters                   58             88
AND/OR/NAND/NOR                        273            273
Power and IR drop assume default switching activity.
