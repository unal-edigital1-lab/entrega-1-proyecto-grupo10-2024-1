$ cat flow/design.v
module UltrasonicSensor(
    input clk,
    output reg trigger,
    input echo,
    output reg object_detected
);
    reg [31:0] counter = 0;  
    reg [31:0] pulse_width = 0;  
    reg echo_start = 0, echo_end = 0;
    reg [19:0] trig_counter = 0;  
    reg trig_state = 0;  
    parameter integer clk_freq = 50000000;
    parameter integer pulse_duration = clk_freq / 100000;
    parameter integer max_distance_cm = 20;
    parameter integer time_threshold = (max_distance_cm * clk_freq * 2) / 34000;
    always @(posedge clk) begin
        if (trig_state == 0) begin
            trigger <= 0;
            trig_counter <= trig_counter + 1;
            if (trig_counter == pulse_duration) begin
                trigger <= 1;
                trig_state <= 1;
                trig_counter <= 0;
            end
        end else begin
            trigger <= 0;
            trig_state <= 0;
        end
    end
    always @(posedge clk) begin
        if (echo == 1 && echo_start == 0) begin
            echo_start <= 1;
            counter <= 0;
        end else if (echo == 0 && echo_start == 1) begin
            echo_end <= 1;
            pulse_width <= counter;
            echo_start <= 0;
        end else if (echo_start == 1) begin
            counter <= counter + 1;
        end
    end
    always @(pulse_width) begin
        if (pulse_width <= time_threshold)
            object_detected <= 1;
        else
            object_detected <= 0;
    end
endmodule
$ cat flow/constraint.sdc
current_design UltrasonicSensor

set clk_period 5.4
set clk_io_pct 0.2

create_clock -name clk0 -period $clk_period [get_ports {clk}]

set non_clock_inputs [all_inputs -no_clocks]
set_input_delay [expr $clk_period * $clk_io_pct] -clock clk0 $non_clock_inputs
set_output_delay [expr $clk_period * $clk_io_pct] -clock clk0 [all_outputs]
$ cat flow/run.sh
#!/bin/bash
# OpenROAD 26Q1-2900-gdf79404cd8, Yosys 0.63+post, stock flow scripts
make -C /OpenROAD-flow-scripts/flow DESIGN_CONFIG=/design/flow/config.mk WORK_HOME=/design/flow/orfs finish
$ cat flow/config.mk
export PLATFORM = sky130hd
export DESIGN_NAME = UltrasonicSensor
export DESIGN_NICKNAME = UltrasonicSensor
export VERILOG_FILES = /design/flow/design.v
export SDC_FILE = /design/flow/constraint.sdc
export NUM_CORES = 4
export LEC_CHECK = 1
export CORE_UTILIZATION = 30
==> summary.txt <==
The implementation run finished. Of the cells placed in the final design, the portion with a size suffix greater than 1 is 0.0898. Final setup violation count landed at 0. The flow measured a signed area growth from synthesis to layout of 14.0%.

Per the gpl log, the routability congestion estimate is 0.791. Internal power contribution landed at 1.07 mW. All-layer global routing usage landed at 0.103. At the pin with the least slew margin, the transition time is a little under 0.8 ns. STA classifies the critical path endpoint as an output port.

I/O pin count landed at 4. For the worst-skew pair, the clock arrives at the later sink with an insertion delay of 0.33 ns. Clock-pin transition on the worst setup and hold timing paths landed at around 0.060 ns. Per the detail_route report, routed wire per instance is roughly 12 um. No sink is reached through more buffers than the 2 on the longest clock path. Post-synthesis cell type count landed at 42. Antenna violation net count after detailed routing landed at 0. The via count of the first global-routing pass is about 2,100.

Highest attainable clock frequency landed at 293 MHz. Depth of the worst register-to-register path landed at 6. Looking at the reg2reg group, the worst path starts from counter[0]. Global-route wire length before repair landed at 10.0 mm. Sequential share of the synthesized area landed at 0.610. Final cell utilization of the core landed at 0.354. Count of pins over their slew limit landed at 0. Per the timing report, the most critical flop-to-flop path finishes at counter[24]. Hold-fix buffer count after cts landed at 0. Combined area of all synthesized cells landed at approximately 3600 sq um. Total clock sinks landed at 84. Worst-case register-to-register setup slack landed at 3.43 ns. Worst-path maximum fanout landed at 1. For this run, the chip area from Yosys synthesis comes to 3560 sq um. Final HPWL from detailed placement landed at 3.77 mm. In the hold timing report, the worst path depth is 1.

The script parses the final routing iteration and logs DRC violations as 0. The share of the core area taken by cells at floorplan is 0.310. Synthesis-stage register bit count landed at 84. Per the CTS log, the maximum H-tree level is 3. Final-layout setup total negative slack landed at 0 ns. The worst hold path terminates at trig_state. The report lists the number of cells resized after CTS as 0. Leakage power of the design landed at 1.32 nW. DRC violation total after the first TritonRoute iteration landed at 71.

Summing over every cut layer, the via total after detailed routing is around 2,200. Setup repair after global routing left no endpoint under its margin. Number of antenna violations at the first check in global routing landed at 0. Tally of buffers added on design ports landed at 3. According to the floorplan report, the die height is between 100 and 150 um.

Hold violation count in the final report landed at 0. Die footprint landed at 12,300 sq um. The run finished with clean final reports. Across the VDD grid, the largest voltage drop is 251 uV. The flow reported a cell area power density of 325 nW/um^2. Required time reported for the critical path endpoint landed at 4.32 ns. The setup path with the least slack is of type reg2out.

Number of max-cap violations landed at 0. Core region area landed at 11,500 sq um. Entering global routing, the biggest net connects 30 pins. Of the total power, combinational logic draws 0.015.

After floorplanning, the core was divided into 39 placement rows. On the critical path the data arrives at 2.33 ns. STA reports the tightest min-delay check as being of type reg2reg. TritonCTS built the clock tree. Net switching power landed at 254 uW. The total overflow left after global routing is 0.

Cell count after synthesis landed at between 300 and 400. After synthesis, the design contains 310 cells according to Yosys. Via-per-instance ratio landed at 4.71. Period utilization landed at 0.632. The share of total power dissipated in sequential elements is 0.520. Post-CTS setup buffer count landed at 0. Switching power as a fraction of the total was reported as 0.192. In this run the clock root is driven by a clkbuf_16. Minimum clock period after layout landed at roughly 3.4 ns. The launch point of the worst min-delay path is recorded as trig_state. In this run, CTS created clock tree buffers numbering 9.

In the routed netlist, the antenna diode instances number 0. Total iterations of the first detailed-routing run landed at 4. In this run the mean area of a mapped cell was 11.5 sq um. The worst setup path is launched from a flip-flop.

Final wirelength landed at 5.75 mm. Worst clock skew landed at 0.00685 ns. Tally of yosys warning messages landed at 1. Width of the die landed at 111 um. Of the total power, the clock network draws 0.465.

Final-layout worst hold slack landed at 0.443 ns. Worst slew slack as a fraction of its limit landed at 0.484. Number of logged tool warnings landed at 26.
==> cell type report <==
| class | instances | area [sq um] |
|---|---|---|
| Tap cell | 143 | 179 |
| Inverter | 10 | 37.5 |
| Clock buffer | 14 | 295 |
| Clock inverter | 2 | 13.8 |
| Fill cell | 1099 | 7410 |
| Sequential cell | 84 | 2170 |
| Multi-Input combinational cell | 207 | 1310 |
| Timing Repair Buffer | 6 | 52.6 |
==> cell families after synthesis <==
| family | share of synthesized area |
|---|---|
| AND-OR/OR-AND | 0.0313 |
| XOR/XNOR | 0.0935 |
| adder cells (fa/ha/maj) | 0.0105 |
| buffers and inverters | 0.0236 |
| flip-flops | 0.610 |
| multiplexers | 0.0113 |
| AND/OR/NAND/NOR | 0.219 |
==> registers in the layout, summed over array words and instances, names as in the netlist <==
register,cells
trig_counter,20
counter,32
trigger,1
pulse_width,29
echo_start,1
trig_state,1
==> cells in the final DEF, fill, tap and decap left out, types with 10 or more instances in the layout <==
| cell | Yosys | layout |
|---|---|---|
| xnor2_1 | 31 | 31 |
| nand2_1 | 23 | 23 |
| dfxtp_1 | 35 | 35 |
| nor2_1 | 39 | 38 |
| nand4_1 | 12 | 12 |
| nand3_1 | 20 | 20 |
| edfxtp_1 | 49 | 49 |
| inv_1 | 10 | 10 |
| clkbuf_16 | 0 | 10 |
| nor4_1 | 10 | 10 |
==> cell usage after synthesis (all sizes together) <==
library cell / instances / area (sq um)
a41o: 2 / 20.0
nor3b: 2 / 15.0
nor4: 14 / 113
clkbuf: 5 / 18.8
or4: 2 / 18.8
xnor2: 31 / 272
inv: 10 / 37.5
nor2b: 2 / 12.5
o31ai: 1 / 7.51
dfxtp: 35 / 701
or3: 5 / 36.3
a31oi: 1 / 6.26
a21oi: 5 / 25.0
and3: 3 / 18.8
nor4b: 2 / 17.5
and4: 6 / 52.6
nand4: 12 / 75.1
a41oi: 1 / 8.76
a211o: 1 / 8.76
nand2: 24 / 97.6
nand3: 21 / 110
and2: 2 / 12.5
mux2i: 4 / 40.0
xor2: 7 / 61.3
nor2: 39 / 146
ha: 3 / 37.5
buf: 4 / 27.5
or2: 3 / 18.8
nand2b: 1 / 6.26
o21ai: 7 / 35.0
nor3: 6 / 30.0
edfxtp: 49 / 1470
==> worst max-delay path, stage by stage (launching register included) <==
cell and delay [ns]:
edfxtp_1 0.35, or3_1 0.38, a41o_1 0.26, a211o_1 0.30, a41oi_1 0.23, clkdlybuf4s50_1 0.49
==> metal layers <==
layer  track usage  part of all wire
met2         0.163              0.46
met5             0                 0
met1         0.155              0.50
met3        0.0279             0.032
met4       0.00978             0.010
==> metrics by stage <==
stage | instance area, sq um | cells | worst slack, ns | power [mW]
global placement | 3750 | 450 | 2.26 | 0.719
CTS | 4060 | 466 | 1.94 | 1.34
detailed placement | 3750 | 450 | 2.22 | 0.720
global route | 4060 | 466 | 1.89 | 1.37
floorplan | 3560 | 310 | 2.50 | 0.714
finish | 4060 | 466 | 1.99 | 1.32
==> power by group through the flow <==
stage | Sequential, mW | Clock, mW | Combinational, mW
final | 0.686 | 0.615 | 0.0195
after global routing | 0.687 | 0.657 | 0.0222
after CTS | 0.686 | 0.630 | 0.0200
==> worst max-delay path by stage <==
stage,to,startpoint,slack [ns]
CTS,object_detected,pulse_width[3],1.94
global route,object_detected,pulse_width[3],1.89
finish,object_detected,pulse_width[3],1.99
Power and IR drop assume default switching activity.
